==> design.v <==
module timedLatch
(
	input clock,
	input trigger,
	output out
);
parameter delayVal = 25000000;	 
reg [31:0] count;
reg out_reg;
assign out = out_reg;
always@(posedge(clock))
	begin
		if(trigger)
			begin
				out_reg = 1;
				count = delayVal;
			end
		else
			begin
				if(count > 0)
					begin
						count = count - 1;
					end
				else
					begin
						out_reg = 0;
					end
			end
	end
endmodule
==> run.sh <==
#!/bin/bash
# OpenROAD 26Q1-2900-gdf79404cd8, Yosys 0.63+post, stock flow scripts
make -C /OpenROAD-flow-scripts/flow DESIGN_CONFIG=/design/flow/config.mk WORK_HOME=/design/flow/orfs finish
==> config.mk <==
export PLATFORM = sky130hd
export DESIGN_NAME = timedLatch
export DESIGN_NICKNAME = timedLatch
export VERILOG_FILES = /design/flow/design.v
export SDC_FILE = /design/flow/constraint.sdc
export NUM_CORES = 4
export LEC_CHECK = 1
export CORE_UTILIZATION = 30
==> constraint.sdc <==
current_design timedLatch

set clk_period 11.6
set clk_io_pct 0.2

create_clock -name clk0 -period $clk_period [get_ports {clock}]

set non_clock_inputs [all_inputs -no_clocks]
set_input_delay [expr $clk_period * $clk_io_pct] -clock clk0 $non_clock_inputs
set_output_delay [expr $clk_period * $clk_io_pct] -clock clk0 [all_outputs]
==> flow_metrics.py <==
# Physical implementation metrics
metrics = {
    "final_timing": {
        "slew_headroom_pct": 52.51,
        "finalWorstSetupSlack_ns": 8.075,
        "final_max_slew_viol_count": 0,
        "skew_ns": 0.003764,
        "fmax_mhz": 283.7,
        "period_needed_ns": 3.525,
        "finalSetupTns_ns": 0,
        "hold_viol_final": 0,
        "rsz0062_at_grt": "false",
        "setup_viol": 0,
        "finalClockPeriodUsage_pct": 30.39,
        "tightest_slew_ns": 0.7058,
    },
    "yosys": {
        "syn_avg_cell_area_um2": 8.824,
        "netlist_instances": 190,
        "netlist.top_cell.by_area": "dfxtp_1",
        "ys_warn_count": 1,
        "synthesis.area_um2": 1677,
        "ff_type": "dfxtp_1",
        "seq_area_frac_synth_pct": 39.40,
        "yosys-top-cells-area": "dfxtp_1, o31ai_1, or4_1, a21oi_1, nor2_1",
        "edf_count": 0,
        "synth_cell_types": 49,
        "synthArstFlopShare_pct": 0,
        "yosys_cells": 190,
        "ys_ff": 33,
        "yosysTopAreaCellShare_pct": 39.40,
        "yosys_area_um2": 1677,
    },
    "clocking": {
        "cts_num_sinks": 33,
        "htree_levels": 2,
        "clkTransAtPathRegs_ns": 0.06,
        "clk_path_buf_depth": 2,
        "numCtsBuffers": 5,
        "cts-resized-gates": 0,
        "clk_latency_ns": 0.28,
        "holdBufCountCts": 0,
        "root_buffer": "clkbuf_8",
        "cts_setup_buffers": 0,
        "cts_tree": "done",
    },
    "layout": {
        "largest_reg_flops": 32,
        "final_cells": 267,
        "syn_to_final_growth_pct": 11.12,
        "layout-drive-gt1-share_pct": 10.66,
    },
    "worst_setup_path": {
        "crit_type": "input port to flip-flop",
        "r2r-start": "count[8]",
        "arrival_ns": 3.67,
        "rr_endpoint": "count[5]",
        "crit_required_ns": 11.74,
        "startpoint_type": "input port",
        "cp_max_fo": 25,
        "r2r_cells": 5,
        "reg2reg_slack_ns": 9.17,
        "end_kind": "flip-flop",
    },
    "status": {
        "status": "complete, no violations",
    },
    "flow_run": {
        "warning_count": 25,
        "maxCapViolCount": 0,
    },
    "grt": {
        "grt_pass1_wl_um": 6044,
        "grt_max_degree": 26,
        "first_global_vias": 1283,
        "grt-ovfl-total": 0,
        "antenna_found_initial": 0,
        "track_usage_pct": 12.65,
    },
    "hold_path": {
        "worstHoldStart": "out_reg",
        "min_path_cells": 2,
        "hold_class": "flip-flop to flip-flop",
        "holdPathEnd": "out_reg",
    },
    "place": {
        "dp_slack_ns": 7.809,
        "post-dp-hpwl_um": 2326,
        "place.gp.congestion": 0.7965,
        "port_buffers": 2,
        "post-place-cells": 259,
    },
    "floorplan": {
        "design.core.area_um2": 5238,
        "die_area_um2": 5891,
        "die_h_um": 76.76,
        "rows": 26,
        "ioPinCount": 3,
        "dieWidth_um": 76.76,
        "core_util_floorplan_pct": 32.01,
    },
    "pwr": {
        "internal_power_uw": 173.1,
        "p_sw_uw": 58.80,
        "swShare_pct": 25.36,
        "clkPwrFrac_pct": 35.0,
        "powerDensity_nw_per_um2": 124.5,
        "p_seq_share_pct": 53.8,
        "p_comb_share_pct": 11.2,
        "total_power_uw": 231.9,
        "cellLeakagePower_uw": 0.0005827,
        "ir_drop_mv": 0.07789,
    },
    "routing": {
        "wl_per_cell_um": 12.97,
        "vias": 1413,
        "drt-pass1-iter-count": 4,
        "antenna-diode-count": 0,
        "drt_iter0_markers": 87,
        "detail-route-antenna-nets": 0,
        "drt-vias-per-instance": 5.292,
        "drc": 0,
        "routed_wl_um": 3462,
    },
}
worst max-delay path by stage:
stage,start,end,cells past startpoint
after CTS,trigger,count[9],5
after global routing,trigger,count[9],5
final,trigger,count[9],5
routing by layer:
| layer | up-vias | global-route usage [%] | share of wire [%] |
|---|---|---|---|
| li1 | 742 | - | - |
| met1 | 648 | 20.39 | 56 |
| met2 | 17 | 17.59 | 39 |
| met3 | 6 | 2.539 | 3.0 |
| met4 | 0 | 2.500 | 1.5 |
| met5 | - | 0 | 0 |
stage by stage:
step | instance area [um2] | hold slack, ns | util [%]
detailed placement | 1783 | 0.4356 | 34.04
global placement | 1783 | 0.4350 | 34.04
finish | 1863 | 0.4470 | 35.57
CTS | 1863 | 0.4481 | 35.57
global route | 1863 | 0.4925 | 35.57
floorplan | 1677 | 0.4002 | -
placed cells by master, fill, tap and decap left out, drive strengths merged, types with 3 or more instances in the layout:
cell    netlist  routed
nor2b         4       4
inv           5       5
nand3         8       8
buf           1       3
nor3          6       6
a21oi        14      14
nand4         3       3
o21ai         3       3
or4          11      11
or3           8       8
or2           5       5
xor2          3       3
nor2         15      15
mux2i         3       3
nand2        10      10
clkbuf        5       8
o31ai        10      10
o21a          5       5
dfxtp        33      33
nor4          6       6
cell families after synthesis:
family,synth area share (%)
simple gates,32.54
compound gates,20.37
flops,39.40
buf+inv,2.537
xor+xnor,2.612
mux,1.791
fa+ha+maj,0.7461
area by class of cell:
type / count / area, um2
Fill cell: 539 / 3374
Multi-Input combinational cell: 146 / 973.4
Sequential cell: 33 / 660.6
Tap cell: 70 / 87.58
Clock buffer: 8 / 80.08
Timing Repair Buffer: 5 / 42.54
Inverter: 5 / 18.77
worst max-delay path: stages:
cell and delay, ns:
clkdlybuf4s50_1 0.46, buf_4 0.27, inv_1 0.29, o211ai_1 0.18, o311ai_0 0.14
Yosys cell counts, types with 3 or more instances:
library cell,number
o21ai_0,3
mux2i_1,3
nor3_1,5
xor2_1,3
or3_1,8
nor4_1,5
o31ai_1,10
nor2_1,15
or2_2,4
dfxtp_1,33
nand2_1,9
a21oi_1,14
or4_1,10
nand3_1,7
inv_1,5
nor2b_1,4
o21a_1,5
clkbuf_1,5
power by group through the flow:
stage,Sequential (uW),Clock [uW],Combinational [uW]
final,125,81.1,26.1
after global routing,126,90.6,30.0
after CTS,125,84.3,26.2
Power and IR drop assume default switching activity.
