$ cat flow/config.mk
export PLATFORM = sky130hd
export DESIGN_NAME = capacitiveSensor
export DESIGN_NICKNAME = capacitiveSensor
export VERILOG_FILES = /design/flow/design.v
export SDC_FILE = /design/flow/constraint.sdc
export NUM_CORES = 4
export LEC_CHECK = 1
export CORE_UTILIZATION = 50
$ cat flow/constraint.sdc
current_design capacitiveSensor

set clk_period 13.2
set clk_io_pct 0.2

create_clock -name clk0 -period $clk_period [get_ports {clock}]

set non_clock_inputs [all_inputs -no_clocks]
set_input_delay [expr $clk_period * $clk_io_pct] -clock clk0 $non_clock_inputs
set_output_delay [expr $clk_period * $clk_io_pct] -clock clk0 [all_outputs]
$ cat flow/design.v
module capacitiveSensor (
	input				clock,
	input sensorReceive,
	output sensorSend,
	output sensorOutput,
	input		[31:0] thresholdVal,
	input		[31:0] delayVal
);
reg [31:0]	delay;
reg [31:0]	state;
reg [31:0] 	count;
reg sensorSend_reg;
reg sensorOutput_reg;
assign sensorSend = sensorSend_reg;
assign sensorOutput = sensorOutput_reg;
always@(posedge(clock))
	begin
		case(state)
			0:	begin
					count = 0;
					sensorOutput_reg = 1'b0;
					sensorSend_reg = 1'b0;
					state = 1;
				end
			1:	begin
					sensorSend_reg = 1'b1;
					count = 0;
					sensorOutput_reg = 1'b0;
					state = 2;
				end
			2:	begin
					if(count < thresholdVal)
						begin
							count = count + 1;
						end
					else
						begin
							state = 3;
						end
				end
			3:	begin
					sensorOutput_reg = ~sensorReceive;
					delay = delayVal;
					state = 4;
				end
			4:	begin
					sensorSend_reg = 1'b0;
					if(delay > 0)
						begin
							delay = delay - 1;
						end
					else
						begin
							state = 1;
						end
				end
		endcase
	end
endmodule
$ cat flow/run.sh
#!/bin/bash
# OpenROAD 26Q1-2900-gdf79404cd8, Yosys 0.63+post, stock flow scripts
make -C /OpenROAD-flow-scripts/flow DESIGN_CONFIG=/design/flow/config.mk WORK_HOME=/design/flow/orfs finish
==> impl_metrics.yaml <==
# synthesis and place-and-route metrics
pwr:
  power_per_cell_area_nw_per_um2: 86.28
  max-vdd-ir-drop_mv: 0.05489
  power_leakage_nw: 2.355
logic_synthesis:
  yosysUniqueCellTypes: 52
  syn_area_um2: 4743
  yosys_warnings: 1
  synth_sequential_area_ratio: 0.4347
  syn_area_per_cell_um2: 9.660
  synth_top_area_share: 0.4178
  synth-edff-count: 66
  synthCells: 491
  ys_seq_elements: 70
  synth.largest_area_cell: "edfxtp_1"
  ys_dominant_reg_cell: "edfxtp_1"
  async_flop_share: 0
  ys_cells: 491
  ys_chip_area_um2: 4743
  post_synth_main_area_contributors: "edfxtp_1, ha_1, xor2_1, and2_1, xnor2_1"
final_layout:
  areaGrowthSynthToFinish_pct: 21.95
  layout-drive-gt1-share: 0.07117
  finish.instance_area_um2: 5784
  final_cell_count_no_fill: 673
global_routing:
  initial_antenna_violation_count: 0
  via_count_of_the_first_global_routing_pass: 3569
  grt_first_pass_wirelength_mm: 16.47
  grt_util_all_layers: 0.2175
  grt_overflow: 0
  pin_count_of_the_biggest_net_entering_global_routing: 51
critical_path:
  cp-start-kind: "input port"
  crit_path_end_kind: "flop"
  crit_required_ns: 13.24
  worstRegToRegCells: 7
  critical_path_class: "input port to flop"
  worst_ep_arrival_time_ns: 5.12
  crit_fanout: 32
sta:
  rsz0062_at_grt: "false"
  setup_tns_ns: 0
  max_slew.worst_pin.slew_ns: 0.7771
  maxClockFrequency_mhz: 196.9
  max_slew_margin: 0.4800
  final_period_minus_worst_setup_slack_ns: 5.078
  timing.hold.ws_ns: 0.5148
  finalClockSkew_ns: 0.01170
  timing_hold_violations_final: 0
  final_max_slew_viol_count: 0
  post_layout_period_usage: 0.3847
  timing.final.setup_violations: 0
cts:
  cts_buffers: 9
  cts_tree: "done"
  worstSkewPairLatency_ns: 0.34
  cts_sinks: 70
  ctsRootBufferMaster: "clkbuf_8"
  cts_resized: 0
  cts-hold-fix-buffers: 0
  cts_max_level: 3
  postCtsSetupRepairBufs: 0
  worst_setup_hold_path_clk_slew_ns: 0.07
  clk_path_buf_depth: 2
floorplan:
  floorplan.io_pins: 68
  floorplan.initialDensity: 0.5158
  core_region_area_um2: 9196
  die_height_um: 99.40
  chipArea_um2: 9880
  num_rows: 35
  chipWidth_um: 99.40
detailed_routing:
  route.antenna.remaining_nets: 0
  first_iter_violations: 124
  wl_per_cell_um: 14.19
  wl_mm: 9.551
  routed_via_density: 5.435
  firstDrtPassIters: 4
  number_of_drc_violations_after_detailed_routing: 0
  antenna_diode_count: 0
  vias: 3658
placement:
  placed_cell_area_um2: 5524
  place.detailed.hpwl_mm: 6.752
  port-buffer-count: 67
  placed_cells_incl_taps: 657
  place_congestion: 0.8294
flow_run:
  timing.max_cap.violations: 0
  tool_warnings: 27
worst_hold_path:
  class_of_the_tightest_hold_or_removal_check: "flop to flop"
  hold_depth: 2
outcome:
  run_status: "finished, final reports clean"
cell families after synthesis:
| family | count (synthesis) | share of synthesized area |
|---|---|---|
| compound gates | 76 | 0.09154 |
| xor+xnor | 50 | 0.09232 |
| fa+ha+maj | 34 | 0.08969 |
| buf+inv | 57 | 0.04774 |
| flops | 70 | 0.4347 |
| mux | 1 | 0.002374 |
| simple gates | 203 | 0.2416 |
cell usage after synthesis, drive strengths merged, types with 6 or more instances:
master,count
o21ai,14
and4,6
nand2,22
edfxtp,66
nor4,12
nor3,18
inv,39
or3,9
nand3,15
ha,34
nor2,46
a21oi,38
clkbuf,14
nand4,18
and2,33
a31oi,8
xor2,27
xnor2,23
critical path, cell delays in order:
cell and delay, ns:
clkdlybuf4s50_1 0.45, inv_1 0.04, ha_1 0.30, nand4_1 0.12, nor3_1 0.17, or4b_2 0.65, a31oi_1 0.31, o22ai_2 0.14
buf_4 0.31
routing by layer:
| metal | up-vias | routed length [um] | global-route usage |
|---|---|---|---|
| met5 | - | 0 | 0 |
| met4 | 0 | 107 | 0.03507 |
| met3 | 10 | 356 | 0.02859 |
| met2 | 72 | 3957 | 0.3066 |
| met1 | 1671 | 5129 | 0.3910 |
| li1 | 1905 | - | - |
final cells by class:
| type | instances | area, um^2 |
|---|---|---|
| fillers | 766 | 3412 |
| repair buffers | 72 | 708.2 |
| flip-flops and latches | 70 | 2063 |
| clock inverters | 7 | 136.4 |
| clock buffers | 9 | 123.9 |
| inverters | 40 | 150.1 |
| multi-input cells | 364 | 2464 |
| well taps | 111 | 138.9 |
final timing paths:
path / from / endpoint / slack (ns)
hold / removal: state[2] / state[1] / 0.51
setup reg to reg: count[27] / count[8] / 10.44
setup / recovery: thresholdVal[27] / count[8] / 8.12
hold reg to reg: state[2] / state[1] / 0.51
report_power, final:
group	switching [mW]	internal, mW	leakage, nW
clock	0.0823	0.144	0.127
sequential	0.00193	0.241	0.773
combinational	0.00856	0.0218	1.46
stage by stage:
| step | worst slack (ns) | total power [mW] | utilization |
|---|---|---|---|
| 6_report | 8.122 | 0.4991 | 0.6290 |
| 5_1_grt | 7.998 | 0.5155 | 0.6290 |
| 4_1_cts | 8.138 | 0.5037 | 0.6290 |
| 3_5_place_dp | 7.784 | 0.2783 | 0.6007 |
| 3_3_place_gp | 7.887 | 0.2779 | 0.6007 |
| 2_1_floorplan | 7.496 | 0.2565 | - |
cell usage in the layout, fill, tap and decap left out, drive strengths merged, types with 2 or more instances in the layout:
| cell type | count |
|---|---|
| a21boi | 2 |
| a21o | 2 |
| a21oi | 38 |
| a31oi | 8 |
| and2 | 33 |
| and3 | 3 |
| and4 | 6 |
| buf | 5 |
| bufinv | 4 |
| clkbuf | 9 |
| clkdlybuf4s50 | 67 |
| clkinv | 3 |
| dfxtp | 4 |
| edfxtp | 66 |
| ha | 34 |
| inv | 39 |
| nand2 | 22 |
| nand3 | 15 |
| nand4 | 18 |
| nor2 | 46 |
| nor2b | 5 |
| nor3 | 18 |
| nor3b | 2 |
| nor4 | 12 |
| o21ai | 14 |
| o311ai | 2 |
| o31ai | 4 |
| or2 | 4 |
| or3 | 9 |
| or4 | 5 |
| or4b | 2 |
| xnor2 | 23 |
| xor2 | 27 |
Power is estimated from default activity; no workload was simulated.
